## ./config.mk

```make
export PLATFORM = sky130hd
export DESIGN_NAME = axi_slave_memory
export DESIGN_NICKNAME = axi_slave_memory
export VERILOG_FILES = /design/flow/design.v
export SDC_FILE = /design/flow/constraint.sdc
export NUM_CORES = 4
export LEC_CHECK = 1
export CORE_UTILIZATION = 40
export SYNTH_MEMORY_MAX_BITS = 65536
```

## ./constraint.sdc

```tcl
current_design axi_slave_memory

set clk_period 6.3
set clk_io_pct 0.2

create_clock -name clk0 -period $clk_period [get_ports {clk}]

set non_clock_inputs [all_inputs -no_clocks]
set_input_delay [expr $clk_period * $clk_io_pct] -clock clk0 $non_clock_inputs
set_output_delay [expr $clk_period * $clk_io_pct] -clock clk0 [all_outputs]
```

## ./design.v

```verilog
interface AXI_SoC_if(clk);
logic [31:0]read_addr , write_addr , write_data;
logic read_addr_valid , write_addr_valid , read_data_ready,write_data_valid ;
logic [31:0] read_data;
logic read_addr_ready , read_data_valid , write_addr_ready , write_data_ready;
logic [1:0] opcode;
logic [64:0] result;
logic  rstn;
input logic clk;
modport DUT (
input read_addr,write_addr,write_data,read_addr_valid,write_addr_valid,read_data_ready,write_data_valid,clk,rstn,opcode,
output read_data,read_addr_ready,read_data_valid,write_addr_ready,write_data_ready,result
);
modport TEST (
input read_data,read_addr_ready,read_data_valid,write_addr_ready,write_data_ready,clk,
output read_addr,write_addr,write_data,read_addr_valid,write_addr_valid,read_data_ready,write_data_valid,rstn
);
endinterface  
module axi_slave_memory #(
    parameter int ADDR_WIDTH = 32,
    parameter int DATA_WIDTH = 32,
    parameter int MEM_DEPTH  = 256  
) (
    input  logic                   clk,
    input  logic                   rstn,
    input  logic [ADDR_WIDTH-1:0]  S_AXI_AWADDR,
    input  logic                   S_AXI_AWVALID,
    output logic                   S_AXI_AWREADY,
    input  logic [DATA_WIDTH-1:0]  S_AXI_WDATA,
    input  logic                   S_AXI_WVALID,
    output logic                   S_AXI_WREADY,
    output logic [1:0]             S_AXI_BRESP,
    output logic                   S_AXI_BVALID,
    input  logic                   S_AXI_BREADY,
    input  logic [ADDR_WIDTH-1:0]  S_AXI_ARADDR,
    input  logic                   S_AXI_ARVALID,
    output logic                   S_AXI_ARREADY,
    output logic [DATA_WIDTH-1:0]  S_AXI_RDATA,
    output logic [1:0]             S_AXI_RRESP,
    output logic                   S_AXI_RVALID,
    input  logic                   S_AXI_RREADY
);
logic [DATA_WIDTH-1:0] mem [MEM_DEPTH-1:0];
logic [ADDR_WIDTH-1:0] awaddr_reg;
logic [ADDR_WIDTH-1:0] araddr_reg;
logic [DATA_WIDTH-1:0] wdata_reg;
logic aw_transfer_done;
logic w_transfer_done;
logic ar_transfer_done;
assign S_AXI_AWREADY = 1'b1;
assign S_AXI_WREADY = 1'b1;
always_ff @(posedge clk) begin
    if (S_AXI_AWVALID && S_AXI_AWREADY) begin
        awaddr_reg <= S_AXI_AWADDR;
    end
end
always_ff @(posedge clk) begin
    if (S_AXI_WVALID && S_AXI_WREADY) begin
        mem[awaddr_reg[9:2]] <= S_AXI_WDATA;  
    end
end
always_ff @(posedge clk or negedge rstn) begin
    if (!rstn) begin
        S_AXI_BVALID <= 1'b0;
        S_AXI_BRESP  <= 2'b0;
    end else begin
        if (S_AXI_WVALID && S_AXI_WREADY && !S_AXI_BVALID) begin
            S_AXI_BVALID <= 1'b1;
            S_AXI_BRESP  <= 2'b00;  
        end
        else if (S_AXI_BVALID && S_AXI_BREADY) begin
            S_AXI_BVALID <= 1'b0;
        end
    end
end
assign S_AXI_ARREADY = 1'b1;
always_ff @(posedge clk) begin
    if (S_AXI_ARVALID && S_AXI_ARREADY) begin
        araddr_reg <= S_AXI_ARADDR;
    end
end
always_ff @(posedge clk or negedge rstn) begin
    if (!rstn) begin
        S_AXI_RVALID <= 1'b0;
        S_AXI_RDATA  <= '0;
        S_AXI_RRESP  <= 2'b0;
    end else begin
        if (S_AXI_ARVALID && S_AXI_ARREADY && !S_AXI_RVALID) begin
            S_AXI_RVALID <= 1'b1;
            S_AXI_RDATA  <= mem[S_AXI_ARADDR[9:2]];  
            S_AXI_RRESP  <= 2'b00;  
        end
        else if (S_AXI_RVALID && S_AXI_RREADY) begin
            S_AXI_RVALID <= 1'b0;
        end
    end
end
endmodule
```

## ./run.sh

```bash
#!/bin/bash
# OpenROAD 26Q1-2900-gdf79404cd8, Yosys 0.63+post, stock flow scripts
make -C /OpenROAD-flow-scripts/flow DESIGN_CONFIG=/design/flow/config.mk WORK_HOME=/design/flow/orfs finish
```

==> qor.yml <==
run_status:
  status: "completed"
drt:
  viasPerCell: 5.79
  wirelength_um: 917000
  drc_errors: 0
  initialDrtViolationCount: 10900
  vias: 155000
  ant_nets: 0
  dr.pass1.iters: 7
  wl_per_cell_um: 34.2
cts:
  cts_resized: 0
  cts_made_buffers: 806
  clk_latency_ps: 1190
  cts.path.max_buffers: 4
  ctsRootBufferMaster: "clkbuf_16"
  clock-sinks: 8234
  clk_pin_slew_ps: 60
  htree_num_levels: 6
  tritoncts: "yes"
placed_design:
  gp_congestion: 0.901
  preCtsSetupSlack_ps: 636
  hpwl_um: 542000
  dp_cells: 25300
  place_area_um2: 335000
  port_buffers: 88
setup_path:
  endpoint_kind: "flop"
  crit_path_start_kind: "input pin"
  cp.required_ps: 7320
  critical_path_arrival_ps: 5540
  critPathKind: "input pin to flop"
  crit_start: "S_AXI_ARADDR[2]"
  r2r-start: "awaddr_reg[6]$_DFFE_PP_"
  worstPathMaxFanout: 38
final_timing:
  finClkSkew_ps: 73.3
  relSlewSlack: 0.141
  drv_slew: 0
  finalSetupTns_ps: 0
  period_needed_ps: 4520
  setup_viol: 0
  worst_hold_slack_ps: 464
  period_used_share: 0.718
  tightest_slew_ps: 1280
  max_freq_mhz: 221
  grt_setup_unrepaired: "no"
  hold_viol: 0
  layout_setup_ws_ps: 1780
synth:
  largest_area_cell: "edfxtp_1"
  edf_count: 8200
  synth-main-ff-cell: "edfxtp_1"
  ys_cells: 14700
  syn_area_per_cell_um2: 21.5
  synth_top_area_share: 0.780
  syn_area_um2: 316000
  syn_inst: 14700
  synth_warnings: 1
  ys_chip_area_um2: 316000
  synth_flops: 8234
  yosys-top-cells-area: "edfxtp_1 78%, mux4_2 10%, mux2i_1 4.0%"
  ys_types: 74
  synth_seq_share: 0.783
  ys_async_sr_fraction: 0.00413
global_routing:
  grt_max_degree: 126
  grt-ovfl-total: 0
  grt_usage: 0.253
  grt_first_pass_wirelength_um: 1280000
  antenna_found_initial: 50
  first_global_vias: 168000
power_and_ir_drop:
  leakage_nw: 113
  total_power_mw: 112
  ir_drop_v: 0.000351
  p_per_area_nw_per_um2: 312
final_layout:
  synthToLayoutAreaGrowth_pct: 14.0
  stdcell_count: 26800
  fin_area_um2: 360000
  largest_reg_flops: 8192
  fill_cells: 63900
  drive_gt1_frac: 0.236
  final_core_util: 0.459
flow_run:
  drv_cap: 0
  warning_count: 98
floorplanning:
  die_area_um2: 793000
  die-width_um: 890
  design.core.area_um2: 785000
  initCoreUtil: 0.402
  rows: 325
  die_h_um: 890
  io_pins: 144
worst_hold_path:
  hp-start: "S_AXI_BVALID$_DFFE_PN0P_"
  worstHoldPathType: "flop to flop"
-- power breakdown --
part / switching, mW / total [mW] / internal [mW] / leakage [nW]
combinational: 4.05 / 5.99 / 1.94 / 27.3
clock: 20.3 / 45.7 / 25.4 / 12.1
sequential: 0.262 / 60.7 / 60.4 / 74.1
-- synth_stat cells (13+ instances only) --
cell type  number
and2_1         16
buf_1          81
a32oi_1        18
buf_2         158
a22o_1         31
o21ai_0       152
o221ai_1      247
a211o_1        18
dfrtp_1        34
a21oi_1       232
buf_4         109
mux4_1         40
mux2i_1      1261
clkbuf_1      320
nor4_1         18
a221oi_2       14
nor2b_1        13
a221oi_1      129
a211oi_1      135
nand4_1        53
a2111oi_0      88
edfxtp_1     8200
nor2_1        356
o22ai_1       407
nand2_1       446
nand3_1        82
a22oi_1       177
o2111ai_1      13
o211ai_1       26
buf_8          32
nor3_1         43
mux4_2       1412
buf_12         23
buf_6         148
-- kinds of logic (layout without fill, tap and decap cells) --
logic type / count (synthesis) / in the layout / synth area share
DFF: 8234 / 8234 / 0.783
buffers and inverters: 895 / 2507 / 0.0188
AOI/OAI and AO/OA: 1746 / 1746 / 0.0398
other: 2 / 58 / 0.0000238
muxes: 2719 / 2719 / 0.144
and+or+nand+nor: 1067 / 1067 / 0.0144
-- routing by layer --
metal / vias to the layer above / track usage / part of all wire
li1: 64300 / - / -
met1: 78200 / 0.271 / 0.29
met2: 11000 / 0.353 / 0.45
met3: 1599 / 0.239 / 0.21
met4: 65 / 0.0829 / 0.044
met5: - / 0.0245 / 0.0025
-- critical path, stage by stage --
cell	delay [ps]
buf_16	420
buf_12	410
buf_4	520
mux4_2	560
a2111oi_0	1000
nor2_1	400
o2111ai_1	620
o211ai_1	200
-- path summary, 6_finish.rpt --
path,endpoint,slack (ps),cells past startpoint
worst max-delay path,S_AXI_RDATA[22]$_DFFE_PN0P_,1780,8
worst min-delay path,S_AXI_BVALID$_DFFE_PN0P_,460,1
worst max register to register,mem[154][9]$_DFFE_PP_,2200,5
worst min register to register,S_AXI_BVALID$_DFFE_PN0P_,460,1
max in group asynchronous,S_AXI_RDATA[30]$_DFFE_PN0P_,4590,3
min in group asynchronous,S_AXI_RDATA[2]$_DFFE_PN0P_,630,2
-- placed cells by master (no fill, tap or decap), types with 34 or more instances in the layout --
cell type,count
a2111oi_0,65
a211oi_1,134
a21oi_1,231
a221oi_1,129
a22oi_1,177
buf_12,104
buf_4,859
buf_8,34
bufinv_16,40
clkbuf_1,204
clkbuf_16,815
clkdlybuf4s50_1,49
clkinv_1,189
clkinv_2,131
dfrtp_1,34
diode_2,51
edfxtp_1,8200
mux2i_1,1261
mux4_1,40
mux4_2,1412
nand2_1,434
nand3_1,64
nand4_1,53
nor2_1,97
nor2_4,258
nor3_1,41
o21ai_0,144
o221ai_1,247
o22ai_1,407
-- cell type report --
type                       instances  area [um2]  share of cell area
antenna                           51         128            0.000355
clock buffer                    1027       21300              0.0591
clock inverter                   423        3480             0.00966
inverter                           5        31.3           0.0000869
multi-input combinational       5539       65100               0.181
sequential                      8234      247000               0.687
tap                            10500       13100              0.0364
timing repair buffer            1052        9610              0.0267
-- timing repair --
item / in CTS / in global routing
buffers inserted: 0 / 0
hold buffers: 1 / 0
endpoints found under the hold margin: 3 / 0
Power is estimated from default activity; no workload was simulated.
