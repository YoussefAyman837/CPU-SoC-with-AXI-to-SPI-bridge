$ cat ./run.sh
#!/bin/bash
# OpenROAD 26Q1-2900-gdf79404cd8, Yosys 0.63+post, stock flow scripts
make -C /OpenROAD-flow-scripts/flow DESIGN_CONFIG=/design/flow/config.mk WORK_HOME=/design/flow/orfs finish
$ cat ./constraint.sdc
current_design cpu_axim_master

set clk_period 6.6
set clk_io_pct 0.2

create_clock -name clk0 -period $clk_period [get_ports {clk}]

set non_clock_inputs [all_inputs -no_clocks]
set_input_delay [expr $clk_period * $clk_io_pct] -clock clk0 $non_clock_inputs
set_output_delay [expr $clk_period * $clk_io_pct] -clock clk0 [all_outputs]
$ cat ./config.mk
export PLATFORM = sky130hd
export DESIGN_NAME = cpu_axim_master
export DESIGN_NICKNAME = cpu_axim_master
export VERILOG_FILES = /design/flow/design.v
export SDC_FILE = /design/flow/constraint.sdc
export NUM_CORES = 4
export LEC_CHECK = 1
export CORE_UTILIZATION = 30
$ cat ./design.v
interface AXI_SoC_if(clk);
logic [31:0]read_addr , write_addr , write_data;
logic read_addr_valid , write_addr_valid , read_data_ready,write_data_valid ;
logic [31:0] read_data;
logic read_addr_ready , read_data_valid , write_addr_ready , write_data_ready;
logic [1:0] opcode;
logic [64:0] result;
logic  rstn;
input logic clk;
modport DUT (
input read_addr,write_addr,write_data,read_addr_valid,write_addr_valid,read_data_ready,write_data_valid,clk,rstn,opcode,
output read_data,read_addr_ready,read_data_valid,write_addr_ready,write_data_ready,result
);
modport TEST (
input read_data,read_addr_ready,read_data_valid,write_addr_ready,write_data_ready,clk,
output read_addr,write_addr,write_data,read_addr_valid,write_addr_valid,read_data_ready,write_data_valid,rstn
);
endinterface  
module cpu_axim_master #(
    parameter int ADDR_WIDTH = 32,
    parameter int DATA_WIDTH = 32
) (
    input  logic                   clk,
    input  logic                   rstn,
    input  logic                   start_test,
    input  logic [1:0]               ins_type,
    input  logic [ADDR_WIDTH-1:0]    address,
    input  logic [DATA_WIDTH-1:0] data_to_write,
    output logic [ADDR_WIDTH-1:0]  M_AXI_AWADDR,
    output logic                   M_AXI_AWVALID,
    input  logic                   M_AXI_AWREADY,
    output logic [DATA_WIDTH-1:0]  M_AXI_WDATA,
    output logic                   M_AXI_WVALID,
    input  logic                   M_AXI_WREADY,
    input  logic [1:0]             M_AXI_BRESP,
    input  logic                   M_AXI_BVALID,
    output logic                   M_AXI_BREADY,
    output logic [ADDR_WIDTH-1:0]  M_AXI_ARADDR,
    output logic                   M_AXI_ARVALID,
    input  logic                   M_AXI_ARREADY,
    input  logic [DATA_WIDTH-1:0]  M_AXI_RDATA,
    input  logic [1:0]             M_AXI_RRESP,
    input  logic                   M_AXI_RVALID,
    output logic                   M_AXI_RREADY , test_done ,
    input logic start_write , start_read 
);
typedef enum logic [3:0] {
    IDLE       = 4'b0000,
    CHK_CMD      = 4'b0001,
    READ_MEM     = 4'b0010,
    WRITE_MEM    = 4'b0011,
    READ_SPI   = 4'b0100,
    WRITE_SPI  = 4'b0101,
    READ_ADDR  = 4'b0110,
    WRITE_ADDR =4'b0111,
    READ_DATA =4'b1000,
    WRITE_DATA=4'b1001,
    WRITE_RESP =4'b1010,
    READ_RESP =4'b1011,
    DONE =4'b1100
} cpu_state_t;
cpu_state_t cs, ns;
logic [DATA_WIDTH-1:0] data_CPU_read;
logic [ADDR_WIDTH-1:0] address_to_access;
logic [DATA_WIDTH-1:0] read_data_reg;
always @(posedge clk) begin
    if(!rstn)begin
        cs<=IDLE;
    end
    else begin
        cs<=ns;
    end
end
always @(*) begin
    case (cs)
        IDLE:begin
            M_AXI_ARVALID=1'b0;
            M_AXI_AWVALID=1'b0;
            M_AXI_RREADY=1'b0;
            M_AXI_WVALID=1'b0;
            M_AXI_BREADY=1'b0;
            if(start_test)begin
                ns=CHK_CMD;
            end
            else begin
                ns=IDLE;
            end
        end 
        CHK_CMD:begin
            if(ins_type == 2'b00)begin
                ns=WRITE_MEM;
            end
            else if(ins_type == 2'b01)begin
                ns=READ_MEM;
            end
            else if(ins_type == 2'b10)begin
                ns=WRITE_SPI;
            end
            else if(ins_type == 2'b11)begin
                ns=READ_SPI;
            end
            else begin
                ns=CHK_CMD;
            end
        end
        WRITE_MEM:begin
            if(start_write)begin
                ns=WRITE_ADDR;
            end
            else begin
                ns=WRITE_MEM;
            end
        end
        READ_MEM:begin
            if(start_read)begin
                ns=READ_ADDR;
            end
            else begin
                ns=READ_MEM;
            end
        end
        WRITE_SPI:begin
            if(start_write)begin
                ns=WRITE_ADDR;
            end
            else begin
                ns=WRITE_SPI;
            end
        end
        READ_SPI:begin
            if(start_read)begin
                ns=READ_ADDR;
            end
            else begin
                ns=READ_SPI;
            end
        end
        READ_ADDR:begin
            M_AXI_ARVALID=1'b1;
            if(M_AXI_ARREADY)begin
                ns=READ_DATA;
            end
            else begin
                ns=READ_ADDR;
            end
        end
        WRITE_ADDR:begin
            M_AXI_AWVALID=1'b1;
            if(M_AXI_AWREADY)begin
                ns=WRITE_DATA;
            end
            else begin
                ns=WRITE_ADDR;
            end
        end
        READ_DATA:begin
            M_AXI_ARVALID=1'b0;
            M_AXI_RREADY=1'b1;
            if(M_AXI_RVALID)begin
                ns=DONE;
            end
            else begin
                ns=READ_DATA;
            end
        end
        WRITE_DATA:begin
            M_AXI_AWVALID=1'b0;
            M_AXI_WVALID=1'b1;
            if(M_AXI_WREADY)begin
                ns=WRITE_RESP;
            end
            else begin
                ns=WRITE_DATA;
            end
        end
        WRITE_RESP:begin
            M_AXI_WVALID=1'b0;
            M_AXI_BREADY=1'b1;
            if(M_AXI_BVALID)begin
                ns=DONE;
            end
            else begin
                ns=WRITE_RESP;
            end
        end
        DONE:begin
            M_AXI_RREADY=1'b0;
            test_done=1'b1;
            ns=IDLE;
        end
    endcase
end
always @(posedge clk) begin
    case (cs)
        READ_ADDR:begin
            M_AXI_ARADDR<=address;
        end 
        WRITE_ADDR:begin
            M_AXI_AWADDR<=address;
        end 
        READ_DATA:begin
            read_data_reg<= M_AXI_RDATA;
        end
        WRITE_DATA:begin
            M_AXI_WDATA<=data_to_write;
        end
    endcase
end
endmodule
==> Flow_metrics.wiki <==
== Metrics ==
{| class="wikitable"
! Metric !! Value
|-
| Die Footprint || 12300 sq um
|-
| Post-layout period usage || 37.6%
|-
| FP Rows || 39
|-
| Final wirelength || roughly 7400 microns
|-
| Port bufs || around 180
|-
| Aggregate negative setup slack || 0 ns
|-
| Critical path's top delay family || buffers and inverters
|-
| Initial standard-cell utilization of the core || between 30% and 40%
|-
| Most frequently used flop master after synthesis || edfxtp_1
|-
| Wire per inst || roughly 15 microns
|-
| Register pins left without a clock || 9
|-
| Initial antenna violation count || 0
|-
| Critical Path AT || ~1.2 ns
|-
| Cell total in the yosys stat output || approximately 180
|-
| Maximum number of pins on one net before global-route repair || 34
|-
| I/O Pins || 214
|-
| Critical setup path kind || flip-flop to output pin
|-
| Final Slew Violations || 0
|-
| DPL Wire Length || 5370 microns
|-
| DRC || 0
|-
| Die Wd || between 100 and 150 microns
|-
| Share of layout cells above drive strength 1 || just over 6%
|-
| Max stage delay on crit path || 0.51 ns
|-
| Syn Std Cell Area || 3550 sq um
|-
| Result of the run || finished clean
|-
| Worst-margin pin slew || approximately 0.73 ns
|-
| Startpoint types || flip-flop
|-
| Slowest stage cell on the critical path || clkdlybuf4s50_1
|-
| Via count || around 2200
|-
| Time the final worst path needs with I/O delays and setup || 2.48 ns
|-
| Slew Limit Headroom || about half
|-
| Flops out of synthesis || 109
|-
| TritonCTS buffer count || 9
|-
| Post-Synthesis Cells || 178
|-
| Setup Buffers After CTS || 0
|-
| Insertion Delay late pin || ~0.33 ns
|-
| Number of cells upsized or downsized after cts || 0
|-
| Flip-flop and latch area || slightly above 3000 sq um
|-
| Fraction of synthesis flops using an asynchronous set or reset pin || 0%
|-
| CTS clock-pin slew for the worst setup and hold paths || roughly 0.060 ns
|-
| First-pass GRT wire length || between 10000 and 15000 microns
|-
| Leakage power summed over all cells || 1.97 nW
|-
| Yosys warning tally || 1
|-
| Worst hold path class || flip-flop to flip-flop
|-
| Total chip power || between 1 and 1.5 mW
|-
| Standard cell core area || between 10000 and 15000 sq um
|-
| Inserted Diodes || 0
|-
| Element type at the critical path end || output pin
|-
| Post-synth EDFFs || 96
|-
| Count of endpoints without a timing constraint || 14
|-
| Largest voltage drop on the vdd net || ~150 uV
|-
| Library cell used as clock root buffer || clkbuf_16
|-
| Critical path peak fanout || 1
|-
| Setup skew after layout || between 0.005 and 0.006 ns
|-
| PD cells || around 220 nW/um^2
|-
| Number of global-route vias before repair || approximately 2100
|-
| Overflow after GRT || 0
|-
| Final weighted congestion of routability-driven global placement || slightly below 0.8
|-
| Number of buffers added to fix hold violations after cts || 0
|-
| Hold violation count in the final report || 0
|-
| Area of combinational cells with multiple inputs || 393 sq um
|-
| Yosys cell types || 36
|-
| Yosys stat area || 3550 sq um
|-
| Number of violations reported at the end of detailed-routing iteration 0 || between 70 and 80
|-
| Layout overhead on the synthesized area || 62.4%
|-
| Filler cell count in the final layout || approximately 960
|-
| Final hold slack || around 0.9 ns
|-
| Endpoints failing setup || 0
|-
| H-tree level count || 3
|-
| OpenROAD warning count || slightly above 60
|-
| Maximum clock path buffer count || 2
|-
| Data required time at the worst endpoint || about 5.3 ns
|-
| Post-synthesis average cell area || around 20 sq um
|-
| Highest clock frequency the design can meet || about 400 MHz
|-
| CTS tree || done
|-
| Combined global-route utilization of all metal layers || between 10 and 15%
|-
| ANT nets after route || 0
|-
| Detailed Routing Iterations Pass 1 || 4
|-
| Die height || between 100 and 150 microns
|-
| Buffer-and-inverter tally for the worst setup path || 1
|-
| Routed via count divided by cell count || approximately 4.3
|-
| Max-cap violations || 0
|-
| Unrepaired setup endpoints after global routing || false
|-
| Worst path cell trace || clkdlybuf4s50_1
|}
## cells in the mapped netlist (3+ instances only)
master / n / area share [%]
edfxtp_1: 96 / 81
dlxtn_1: 9 / 3.8
nand2_1: 6 / 0.63
nor2_1: 5 / 0.53
a21oi_1: 4 / 0.56
and2_1: 4 / 0.71
dfxtp_1: 4 / 2.3
nand2b_1: 4 / 0.71
o21ai_1: 4 / 0.56
buf_2: 3 / 0.42
buf_6: 3 / 0.95
nor2b_1: 3 / 0.53
## cells by family (layout without fill, tap and decap cells)
group | count (synthesis) | count (layout) | synth area share [%]
flip-flops | 100 | 100 | 83.5
AND-OR/OR-AND | 20 | 20 | 3.95
other | 1 | 1 | 0.106
AND/OR/NAND/NOR | 35 | 35 | 5.64
multiplexers | 2 | 2 | 0.564
buffers and inverters | 9 | 194 | 1.90
latches | 9 | 9 | 3.81
XOR/XNOR | 2 | 2 | 0.494
## power breakdown
group	total (mW)	switching (mW)	leakage, nW	internal [mW]
clock	0.533	0.206	0.149	0.327
combinational	0.0545	0.0115	0.851	0.0430
sequential	0.698	0.00162	0.965	0.696
total	1.29	0.219	1.97	1.07
## cells in the final DEF, fill, tap and decap left out, types with 2 or more instances in the layout
cell type        Yosys  layout
dfxtp_1              4       4
edfxtp_1            96      96
mux2i_1              2       2
a21oi_1              4       4
o21ai_1              4       4
nand3_1              2       2
buf_4                2       3
clkbuf_16            0       9
or3_1                2       2
nor2_1               5       3
bufinv_16            0       2
nand2b_1             4       4
and2b_1              2       2
nand2_1              6       6
and2_1               4       4
a22oi_1              2       2
nor2b_1              3       3
a21o_1               2       2
clkdlybuf4s50_1      0     176
dlxtn_1              9       9
nor4bb_1             2       2
## metal layers
| layer | GRT usage [%] | wire, microns |
|---|---|---|
| met5 | 0 | 0 |
| met4 | 2.84 | 187 |
| met3 | 4.35 | 602 |
| met2 | 20.2 | 3650 |
| met1 | 18.8 | 2990 |
## metrics by stage
| stage | setup WS, ns | util (%) | instance area (sq um) | cells |
|---|---|---|---|---|
| final | 4.12 | 50.2 | 5760 | 506 |
| after global routing | 4.07 | 50.2 | 5760 | 506 |
| after CTS | 4.09 | 50.2 | 5760 | 506 |
| after floorplan | 4.05 | - | 3550 | 178 |
| after global placement | 4.43 | 47.6 | 5460 | 492 |
| after detailed placement | 4.46 | 47.6 | 5460 | 492 |
## worst paths after layout
check,slack [ns],cells past startpoint,start,endpoint
min reg2reg,0.90,1,cs[0],M_AXI_ARADDR[25]
min,0.90,1,cs[0],M_AXI_ARADDR[25]
max,4.12,1,M_AXI_ARADDR[13],M_AXI_ARADDR[13]
max reg2reg,4.49,3,cs[2],M_AXI_AWADDR[2]
## state kept, by name, summed over array words and instances, names as in the netlist
name	flops
M_AXI_ARADDR	32
M_AXI_ARVALID	1
M_AXI_AWADDR	32
M_AXI_AWVALID	1
M_AXI_BREADY	1
M_AXI_RREADY	1
M_AXI_WDATA	32
M_AXI_WVALID	1
cs	4
ns	4
## layout make-up
class / instances / share of cell area, %
Clock buffer: 9 / 3.91
Clock inverter: 5 / 1.35
Inverter: 1 / 0.0652
Multi-Input combinational cell: 60 / 6.82
Sequential cell: 109 / 53.8
Tap cell: 143 / 3.11
Timing Repair Buffer: 179 / 31.0
Power and IR drop assume default switching activity.
